==> design.v <==
module encoder(
    input clk,
    input reset,
    input [31:0] ml,
    output reg [4:0] match_label,
    output reg match_hit
);
    reg [31:0] ml_d1, ml_d2, ml_d3;
    reg [4:0] stg1_label;
    reg       stg1_hit;
    reg [4:0] stg2_label;
    reg       stg2_hit;
    reg [4:0] stg3_label;
    reg       stg3_hit;
    always @(posedge clk or posedge reset) begin
        if (reset) begin
            stg1_hit <= 0;
            stg1_label <= 5'd0;
            ml_d1 <= 32'd0;
        end else begin
            ml_d1 <= ml;  
            casez(ml[7:0])
                8'bzzzzzzz1: begin stg1_hit <= 1; stg1_label <= 5'd0; end
                8'bzzzzzz10: begin stg1_hit <= 1; stg1_label <= 5'd1; end
                8'bzzzzz100: begin stg1_hit <= 1; stg1_label <= 5'd2; end
                8'bzzzz1000: begin stg1_hit <= 1; stg1_label <= 5'd3; end
                8'bzzz10000: begin stg1_hit <= 1; stg1_label <= 5'd4; end
                8'bzz100000: begin stg1_hit <= 1; stg1_label <= 5'd5; end
                8'bz1000000: begin stg1_hit <= 1; stg1_label <= 5'd6; end
                8'b10000000: begin stg1_hit <= 1; stg1_label <= 5'd7; end
                default:     begin stg1_hit <= 0; stg1_label <= 5'd0; end
            endcase
        end
    end
    always @(posedge clk or posedge reset) begin
        if (reset) begin
            stg2_hit <= 0;
            stg2_label <= 5'd0;
            ml_d2 <= 32'd0;
        end else begin
            ml_d2 <= ml_d1;  
            if (stg1_hit) begin 
                stg2_hit <= stg1_hit;
                stg2_label <= stg1_label;
            end else begin
                casez(ml_d1[15:8])  
                    8'bzzzzzzz1: begin stg2_hit <= 1; stg2_label <= 5'd8;  end
                    8'bzzzzzz10: begin stg2_hit <= 1; stg2_label <= 5'd9;  end
                    8'bzzzzz100: begin stg2_hit <= 1; stg2_label <= 5'd10; end
                    8'bzzzz1000: begin stg2_hit <= 1; stg2_label <= 5'd11; end
                    8'bzzz10000: begin stg2_hit <= 1; stg2_label <= 5'd12; end
                    8'bzz100000: begin stg2_hit <= 1; stg2_label <= 5'd13; end
                    8'bz1000000: begin stg2_hit <= 1; stg2_label <= 5'd14; end
                    8'b10000000: begin stg2_hit <= 1; stg2_label <= 5'd15; end
                    default:     begin stg2_hit <= 0; stg2_label <= 5'd0;  end
                endcase
            end
        end
    end
    always @(posedge clk or posedge reset) begin
        if (reset) begin
            stg3_hit <= 0;
            stg3_label <= 5'd0;
            ml_d3 <= 32'd0;
        end else begin
            ml_d3 <= ml_d2;
            if (stg2_hit) begin
                stg3_hit <= stg2_hit;
                stg3_label <= stg2_label;
            end else begin
                casez(ml_d2[23:16])  
                    8'bzzzzzzz1: begin stg3_hit <= 1; stg3_label <= 5'd16; end
                    8'bzzzzzz10: begin stg3_hit <= 1; stg3_label <= 5'd17; end
                    8'bzzzzz100: begin stg3_hit <= 1; stg3_label <= 5'd18; end
                    8'bzzzz1000: begin stg3_hit <= 1; stg3_label <= 5'd19; end
                    8'bzzz10000: begin stg3_hit <= 1; stg3_label <= 5'd20; end
                    8'bzz100000: begin stg3_hit <= 1; stg3_label <= 5'd21; end
                    8'bz1000000: begin stg3_hit <= 1; stg3_label <= 5'd22; end
                    8'b10000000: begin stg3_hit <= 1; stg3_label <= 5'd23; end
                    default:     begin stg3_hit <= 0; stg3_label <= 5'd0;  end
                endcase
            end
        end
    end
    always @(posedge clk or posedge reset) begin
        if (reset) begin
            match_hit <= 0;
            match_label <= 5'd0;
        end else begin
            if (stg3_hit) begin
                match_hit <= stg3_hit;
                match_label <= stg3_label;
            end else begin
                casez(ml_d3[31:24])  
                    8'bzzzzzzz1: begin match_hit <= 1; match_label <= 5'd24; end
                    8'bzzzzzz10: begin match_hit <= 1; match_label <= 5'd25; end
                    8'bzzzzz100: begin match_hit <= 1; match_label <= 5'd26; end
                    8'bzzzz1000: begin match_hit <= 1; match_label <= 5'd27; end
                    8'bzzz10000: begin match_hit <= 1; match_label <= 5'd28; end
                    8'bzz100000: begin match_hit <= 1; match_label <= 5'd29; end
                    8'bz1000000: begin match_hit <= 1; match_label <= 5'd30; end
                    8'b10000000: begin match_hit <= 1; match_label <= 5'd31; end
                    default:     begin match_hit <= 0; match_label <= 5'd0;  end
                endcase
            end
        end
    end
endmodule
==> run.sh <==
#!/bin/bash
# OpenROAD 26Q1-2900-gdf79404cd8, Yosys 0.63+post, stock flow scripts
make -C /OpenROAD-flow-scripts/flow DESIGN_CONFIG=/design/flow/config.mk WORK_HOME=/design/flow/orfs finish
==> config.mk <==
export PLATFORM = sky130hd
export DESIGN_NAME = encoder
export DESIGN_NICKNAME = encoder
export VERILOG_FILES = /design/flow/design.v
export SDC_FILE = /design/flow/constraint.sdc
export NUM_CORES = 4
export LEC_CHECK = 1
export CORE_UTILIZATION = 40
==> constraint.sdc <==
current_design encoder

set clk_period 2.9
set clk_io_pct 0.2

create_clock -name clk0 -period $clk_period [get_ports {clk}]

set non_clock_inputs [all_inputs -no_clocks]
set_input_delay [expr $clk_period * $clk_io_pct] -clock clk0 $non_clock_inputs
set_output_delay [expr $clk_period * $clk_io_pct] -clock clk0 [all_outputs]
==> results.sh <==
# source this file to load flow results
export IMPL_cp_end_kind="primary output"
export IMPL_die_h_um=75.61
export IMPL_rsz0062_at_grt="no"
export IMPL_gp_congestion=0.7773
export IMPL_path_cells="clkdlybuf4s50_1"
export IMPL_p_per_area_mw_per_mm2=679.8
export IMPL_yosys_cells=150
export IMPL_peakVddDrop_uv=362.7
export IMPL_hold_viol=0
export IMPL_final_max_slew_viol_count=0
export IMPL_netlist_area_sq_mm=0.002167
export IMPL_n_antenna_cell=0
export IMPL_postCtsHoldBufs=0
export IMPL_grt_usage=0.1252
export IMPL_grt_overflow=0
export IMPL_clk_pin_slew_ns=0.06
export IMPL_setup_viol=0
export IMPL_critPathMaxStageDelay_ns=0.45
export IMPL_antenna_found_initial=0
export IMPL_ys_area_sq_mm=0.002167
export IMPL_slowest_stage="clkdlybuf4s50_1"
export IMPL_grt_max_degree=38
export IMPL_cp_required_ns=2.32
export IMPL_cap_violations=0
export IMPL_yosysWarnings=1
export IMPL_crit_fanout=1
export IMPL_synth_async_reset_ratio=1.000
export IMPL_clkLatencyLatePin_ns=0.33
export IMPL_ys_flops=69
export IMPL_cts_sinks=69
export IMPL_flop_cell="dfrtp_1"
export IMPL_syn_avg_cell_area_sq_um=14.45
export IMPL_fin_skew_ns=0.006950
export IMPL_firstDrtPassIters=4
export IMPL_yosysTopAreaCell="dfrtp_1"
export IMPL_totalWireLength_mm=2.835
export IMPL_cts_tree="done"
export IMPL_first_global_vias=1208
export IMPL_topCellsByArea="dfrtp_1 (80%), nor3_1 (2.3%), inv_1 (1.9%)"
export IMPL_cts_resized=0
export IMPL_total_power_mw=1.959
export IMPL_io_pins=40
export IMPL_fp_utilization=0.4190
export IMPL_cts_max_path_buffers=2
export IMPL_cp_num_buf_inv=1
export IMPL_synthDistinctLibCells=25
export IMPL_syn_inst=150
export IMPL_area_growth_pct=32.97
export IMPL_edf_count=0
export IMPL_dp_hpwl_mm=2.022
export IMPL_routedWlPerCell_um=10.35
export IMPL_period_used=0.5763
export IMPL_vias=1242
export IMPL_power_leakage_nw=1.243
export IMPL_ant_nets=0
export IMPL_min_period_ns=1.671
export IMPL_hold_path_class="register to register"
export IMPL_status="finished clean"
export IMPL_h_tree_depth=3
export IMPL_via_per_inst=4.533
export IMPL_common_cells="dfrtp_1 (69), inv_1 (11), nor2_1 (10), nor3_1 (10), nand2_1 (9)"
export IMPL_dr_first_iter_drc_count=27
export IMPL_dieArea_sq_mm=0.005716
export IMPL_fin_tns_setup_ns=0
export IMPL_die_w_um=75.61
export IMPL_ys_seq_share=0.7968
export IMPL_rows=26
export IMPL_drc=0
export IMPL_portBuffers=39
export IMPL_max_slew_margin_rel=0.5158
export IMPL_warning_count=25
export IMPL_grt_pass1_wl_mm=5.016
export IMPL_worst_slew_pin_slew_ns=0.7252
export IMPL_numCtsBuffers=9
export IMPL_post_cts_setup_buffers=0
export IMPL_cp_start_kind="register"
export IMPL_layout_drive_gt1_share=0.09314
export IMPL_core_area_sq_mm=0.005172
export IMPL_cts_root_buf="clkbuf_8"
export IMPL_top_cell="dfrtp_1"
export IMPL_fmax_ghz=0.5983
export IMPL_critPathKind="register to primary output"
export IMPL_crit_family="buffers and inverters"
export IMPL_cp_arrival_ns=1.09
export IMPL_netlist_area_leader_share=0.7968
registers in the layout, summed over array words and instances, names as in the netlist:
register,cells
match_hit,1
match_label,5
ml_d1,24
ml_d2,16
ml_d3,8
stg1_hit,1
stg1_label,3
stg2_hit,1
stg2_label,4
stg3_hit,1
stg3_label,5
through the flow:
stage	utilization	hold slack (ns)	instance area [sq um]	std cells	setup slack, ns
after floorplan	-	0.3312	2167	150	0.5801
after global placement	0.5135	0.3327	2656	258	1.228
after detailed placement	0.5135	0.3347	2656	258	1.177
after CTS	0.5571	0.3475	2882	274	1.195
after global routing	0.5571	0.3571	2882	274	1.126
final	0.5571	0.3475	2882	274	1.229
cell families (layout without fill, tap and decap cells):
group / after synthesis / count (layout) / synth area share
buffers and inverters: 13 / 67 / 0.02309
AND-OR/OR-AND: 22 / 22 / 0.07102
AND/OR/NAND/NOR: 46 / 46 / 0.1091
flip-flops: 69 / 69 / 0.7968
power by group:
| part | total (mW) | leakage, nW | internal [mW] | switching, mW |
|---|---|---|---|---|
| clock network | 0.836 | 0.116 | 0.528 | 0.308 |
| registers | 1.03 | 0.822 | 1.01 | 0.0204 |
| logic | 0.0968 | 0.306 | 0.0590 | 0.0378 |
| total | 1.96 | 1.24 | 1.59 | 0.367 |
path summary, 6_finish.rpt:
kind / to / slack [ns] / cells after the start / from
worst min register to register: ml_d2[24] / 0.35 / 0 / ml_d1[24]
worst max register to register: match_label[4] / 1.40 / 3 / ml_d3[25]
worst min-delay path: ml_d2[24] / 0.35 / 0 / ml_d1[24]
max in group asynchronous: stg2_label[0] / 1.59 / 3 / reset
min in group asynchronous: ml_d1[28] / 0.69 / 2 / reset
worst max-delay path: match_label[4] / 1.23 / 1 / match_label[4]
cells in the final DEF (no fill, tap or decap), drive strengths merged:
cell type      instances
dfrtp                 69
clkdlybuf4s50         39
clkbuf                12
inv                   11
nor2                  10
nor3                  10
nand2                  9
a21oi                  8
nor4                   5
o41ai                  4
nand2b                 3
o31ai                  3
or4                    3
nor2b                  2
or3                    2
clkinv                 2
bufinv                 2
o21ai                  2
a221oi                 1
a311oi                 1
and2                   1
a22oi                  1
o21bai                 1
nor3b                  1
o32a                   1
buf                    1
routing by layer:
metal  global-route usage  up-vias  wire length, um
met5                    0        -                0
met4              0.02058        0               69
met3              0.07239        6              227
met2               0.1776       43             1273
met1               0.1806      578             1264
li1                     -      615                -
final cells by class:
cell class                      count  area, sq um
Clock inverter                      4        70.07
Inverter                           11        41.29
Timing Repair Buffer               40        410.4
Multi-Input combinational cell     68        390.4
Fill cell                         390         2291
Clock buffer                       12        155.1
Sequential cell                    69         1727
Tap cell                           70        87.58
No activity file was given, so power comes from the tool's default toggle rates.

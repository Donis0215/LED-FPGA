### design/flow/run.sh
#!/bin/bash
# OpenROAD 26Q1-2900-gdf79404cd8, Yosys 0.63+post, stock flow scripts
make -C /OpenROAD-flow-scripts/flow DESIGN_CONFIG=/design/flow/config.mk WORK_HOME=/design/flow/orfs finish
### design/flow/config.mk
export PLATFORM = sky130hd
export DESIGN_NAME = FSM1
export DESIGN_NICKNAME = FSM1
export VERILOG_FILES = /design/flow/design.v
export SDC_FILE = /design/flow/constraint.sdc
export NUM_CORES = 4
export LEC_CHECK = 1
export CORE_AREA = 10 10 70 70
export DIE_AREA = 0 0 80 80
### design/flow/constraint.sdc
current_design FSM1

set clk_period 1.8
set clk_io_pct 0.2

create_clock -name clk0 -period $clk_period [get_ports {clk}]

set non_clock_inputs [all_inputs -no_clocks]
set_input_delay [expr $clk_period * $clk_io_pct] -clock clk0 $non_clock_inputs
set_output_delay [expr $clk_period * $clk_io_pct] -clock clk0 [all_outputs]
### design/flow/design.v
module FSM1 (out, clk, rst, in);
input clk, rst, in;
output out;
reg out;
reg [1:0] State, NextState;
parameter S0 = 2'b00,  S1 = 2'b01, S2 = 2'b10, S3 = 2'b11;
always@(posedge clk or posedge rst)
begin
 if(rst)
  State <= 0;
 else
  State <= NextState;
end
always@(in or State)
begin
 case(State)
 S0: begin
  if(in == 1)
  begin
   NextState = S1;
   out = 1;
  end
  else
  begin
   NextState = S0;
   out = 0;
  end
 end
 S1: begin
  if(in == 1)
  begin
   NextState = S2;
   out = 0;
  end
  else
  begin
   NextState = S1;
   out = 1;
  end
 end
 S2: begin
  if(in == 1)
  begin
   NextState = S0;
   out = 1;
  end
  else
  begin
   NextState = S2;
   out = 0;
  end
 end
 S3: begin
  if(in == 1)
  begin
   NextState = S1;
   out = 1;
  end
  else
  begin
   NextState = S3;
   out = 0;
  end
 end
 endcase
end
endmodule
==> qor.yml <==
outcome: "finished clean"
antenna_found_initial: 0
grt_pass1_wl_um: 579
fin_tns_setup_ns: 0
core_mm2: 0.00342
via_count: 108
route.detailed.drc: 0
postPlaceCellArea_um2: 263
die_x_um: 80
cts_hold_buf: 0
cp_data_arrival_time_ns: 1.21
endpoint_kind: "output port"
antenna_left: 0
yosysTopAreaCell: "dfrtp_1"
cts_resized: 2
grt_max_degree: 6
grt_use_total_pct: 1.25
cts_inserted_buffers: 3
cp.required_ns: 1.44
cp_num_buf_inv: 1
grt_pass1_vias: 131
area_leaders: "dfrtp_1 45%, dfstp_2 16%, mux2_2 13%, nor3_2 6.0%, and2b_2 5.2%"
fillers: 403
worst-path-max-fanout: 3
htreeDepth: 1
io_pins: 4
numPortBuffers: 3
drt_iter0_drc: 6
wl_per_cell_um: 4.82
postLayoutCoreUtil_pct: 8.39
min_path_type: "in2async"
powerDensity_mw_per_mm2: 1120
tightest_slew_ns: 0.148
gr-total-overflow: 0
final_area_um2: 287
edf_count: 0
rsz0062_at_grt: "no"
via_per_inst: 1.61
ir_worst_vdd_mv: 0.282
max-cap-violations: 0
slowest_delay_ns: 0.54
route.met2.wl_um: 67
power.leakage_nw: 0.109
areaGrowthSynthToFinish_pct: 70.9
worst_slack_ns: 0.231
hold_viol_final: 0
yosysCellCount: 13
clock_path_buffers: 2
die_h_um: 80
routed_wl_um: 323
place_ws_ns: -0.0583
slew_headroom_pct: 90.1
yosys_warnings: 1
clkTransAtPathRegs_ns: 0.04
synthArstFlopShare_pct: 100
antenna_cells: 0
route.met3.wl_um: 77
worst_path_dominant_cell_family: "flip-flops"
top_cell_area_share_pct: 44.8
drtPass1Iterations: 2
yosys-top-cells-count: "3 x dfrtp_1, 2 x mux2_2, 2 x nor2_1"
met1_length_um: 178
comb_area_um2: 62.6
synth.avg_cell_area_um2: 12.9
period_minus_slack_ns: 1.57
start_kind: "register"
synthCells: 13
finalSetupViolCount: 0
seqCellArea_um2: 101
fmax_ghz: 0.637
critPathSlowestCell: "dfstp_2"
holdWs_ns: 0.300
synthFlopType: "dfrtp_1"
warnings: 25
cts.sinks: 4
cts_tree: "done"
initCoreUtil_pct: 4.91
fp-row-count: 21
clkLatencyLatePin_ns: 0.24
highest_layer: "met3"
root_buffer: "clkbuf_4"
ys_chip_area_um2: 168
slew_violations: 0
critPathKind: "reg2out"
chipArea_mm2: 0.00640
netlist_area_um2: 168
cts_setup_buffers: 0
postSynthSeqShare_pct: 60.4
finalCritPeriodShare_pct: 87.2
yosys.cell_types.count: 9
gp_congestion: 0.681
drive_gt1_share_pct: 42.9
path_cells: "nor3_2, xor2_1, dlygate4sd2_1"
yosysMostFrequentCell: "dfrtp_1"
numSynthFlops: 4
fin_worst_skew_ns: 0.00287
[layout by cell type, fill, tap and decap left out]
cell             count
dfrtp_1              3
mux2_2               2
clkbuf_4             3
xor2_1               1
dfstp_2              1
clkbuf_1             1
a21oi_1              1
nor2_1               2
and2b_2              1
clkdlybuf4s50_1      1
nor3_2               1
inv_1                1
buf_4                1
dlygate4sd2_1        2
[layer usage]
metal / vias to the layer above / track usage, %
met1: 44 / 1.54
met5: - / 0
met3: 0 / 2.16
met2: 6 / 0.803
li1: 58 / -
met4: 0 / 0.352
[logic make-up after synthesis]
family	Yosys count	synth area share, %
xor gates and xnor gates	1	5.22
DFF	4	60.4
AOI/OAI and AO/OA	1	2.98
and+or+nand+nor	4	15.7
buffers and inverters	1	2.24
muxes	2	13.4
[stage by stage]
stage	std cells	power (mW)
2_1_floorplan	13	0.175
3_3_place_gp	63	0.200
3_5_place_dp	63	0.204
4_1_cts	67	0.328
5_1_grt	67	0.350
6_report	67	0.320
[worst register-to-register path, delay by kind of cell (launching register included)]
family / cells / cell delay [ns]
AOI/OAI and AO/OA: 1 / 0.15
DFF: 1 / 0.54
and+or+nand+nor: 1 / 0.05
[where the power goes]
part / leakage, nW / switching [mW] / internal, mW / total [mW]
clock network: 0.0150 / 0.0403 / 0.0834 / 0.124
logic: 0.0491 / 0.0186 / 0.0352 / 0.0538
registers: 0.0449 / 0.0192 / 0.124 / 0.143
[cell type report]
cell class | count | area share [%]
Tap cell | 46 | 20.1
Multi-Input combinational cell | 8 | 21.8
Inverter | 1 | 1.31
Timing Repair Buffer | 4 | 12.2
Sequential cell | 4 | 35.4
Clock buffer | 4 | 9.17
[worst paths after layout]
path	startpoint	to	slack, ns	cells past startpoint
hold / removal	rst	async pin	0.30	2
setup reg to reg	register	register	0.98	2
setup / recovery	register	out	0.23	3
max in group asynchronous	rst	async pin	1.28	2
min in group clk0	register	register	0.51	1
hold reg to reg	register	register	0.51	1
Power is estimated from default activity; no workload was simulated.

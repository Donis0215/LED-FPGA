==> flow/run.sh <==
#!/bin/bash
# OpenROAD 26Q1-2900-gdf79404cd8, Yosys 0.63+post, stock flow scripts
make -C /OpenROAD-flow-scripts/flow DESIGN_CONFIG=/design/flow/config.mk WORK_HOME=/design/flow/orfs finish
==> flow/config.mk <==
export PLATFORM = sky130hd
export DESIGN_NAME = lab41
export DESIGN_NICKNAME = lab41
export VERILOG_FILES = /design/flow/design.v
export SDC_FILE = /design/flow/constraint.sdc
export NUM_CORES = 4
export LEC_CHECK = 1
export CORE_UTILIZATION = 30
==> flow/constraint.sdc <==
current_design lab41

set clk_period 3.1
set clk_io_pct 0.2

create_clock -name clk0 -period $clk_period [get_ports {clk}]

set non_clock_inputs [all_inputs -no_clocks]
set_input_delay [expr $clk_period * $clk_io_pct] -clock clk0 $non_clock_inputs
set_output_delay [expr $clk_period * $clk_io_pct] -clock clk0 [all_outputs]
==> flow/design.v <==
module lab41(clk, rst, row, sel, column_green, column_red);
input clk, rst;
input[1:0] sel;	 
output[7:0] row, column_green, column_red;
wire clk_shift, clk_scan;
wire[6:0] idx, idx_cnt;
wire[7:0] column_out;
assign column_green= (sel== 2'b01 || sel== 2'b11)? column_out: 8'b0;
assign column_red= (sel== 2'b10 || sel== 2'b11)? column_out: 8'b0;
freq_div#(22) M1 (clk, rst, clk_shift);
freq_div#(12) M2 (clk, rst, clk_scan);
idx_gen M3 (clk_shift, rst, idx); 
row_gen M4 (clk_scan, rst, idx, row, idx_cnt);
rom_char M5 (idx_cnt, column_out);
endmodule
module idx_gen(clk, rst, idx); 
input clk, rst;
output[6:0] idx; 
reg[6:0]idx;
always@(posedge clk or posedge rst) begin
if(rst)
idx= 7'd0;
else if(idx==7'd80)  
idx= 7'd0;
else
idx=idx+7'd08;
end
endmodule
module row_gen(clk, rst, idx, row, idx_cnt); 
input clk, rst;
input[6:0]idx;
output[7:0] row;
output[6:0]idx_cnt;
reg[7:0] row;
reg[6:0]idx_cnt;
reg[2:0]cnt;
always@(posedge clk or posedge rst) begin
if(rst) begin
row <= 8'b0000_0001;
cnt <= 3'd0;
idx_cnt <= 7'd0;
end
else begin
row <= {row[0], row[7:1]};;        ;      
cnt <= cnt+1	; 
idx_cnt <= idx+cnt	; 
end
end
endmodule
module rom_char(addr, data);
input[6:0]addr;
output[7:0]data;
reg[7:0]data;
always@(addr) begin
case(addr)
7'd0: data = 8'h00; 7'd1: data = 8'h00;  
7'd2: data = 8'h00; 7'd3: data = 8'h00;
7'd4: data = 8'h00; 7'd5: data = 8'h00;
7'd6: data = 8'h00; 7'd7: data = 8'h00;
7'd8: data = 8'h3C; 7'd9: data = 8'h42;  
7'd10: data = 8'h46; 7'd11: data = 8'h4A;
7'd12: data = 8'h52;	7'd13: data = 8'h62;
7'd14: data = 8'h3C;	7'd15: data = 8'h00;
7'd16: data = 8'h08;	7'd17: data = 8'h18; 
7'd18: data = 8'h08;	7'd19: data = 8'h08;
7'd20: data = 8'h08;	7'd21: data = 8'h08;
7'd22: data = 8'h1C;	7'd23: data = 8'h00;
7'd24: data = 8'h3C;	7'd25: data = 8'h42; 
7'd26: data = 8'h42;	7'd27: data = 8'h04;
7'd28: data = 8'h08;	7'd29: data = 8'h10;
7'd30: data = 8'h7E;	7'd31: data = 8'h00;
7'd32: data = 8'h3C; 		7'd33: data = 8'h42; 
7'd34: data = 8'h02;		7'd35: data = 8'h3C;
7'd36: data = 8'h02;		7'd37: data = 8'h42;
7'd38: data = 8'h3C;		7'd39: data = 8'h00;
7'd40: data = 8'h1C; 		7'd41: data = 8'h24; 
7'd42: data = 8'h44;		7'd43: data = 8'h44;
7'd44: data = 8'h44;		7'd45: data = 8'h7E;
7'd46: data = 8'h04;		7'd47: data = 8'h00;
7'd48: data = 8'h7E;		7'd49: data = 8'h40; 
7'd50: data = 8'h40;		7'd51: data = 8'h7C;
7'd52: data = 8'h02;		7'd53: data = 8'h42;
7'd54: data = 8'h3C;		7'd55: data = 8'h00;
7'd56: data = 8'h3C; 7'd57: data = 8'h40;  
 7'd58: data = 8'h40; 7'd59: data = 8'h7C;
7'd60: data = 8'h42; 7'd61: data = 8'h42;
7'd62: data = 8'h3C; 7'd63: data = 8'h00;
7'd64: data = 8'h7E; 7'd65: data = 8'h02;  
7'd66: data = 8'h04; 7'd67: data = 8'h08;
7'd68: data = 8'h10; 7'd69: data = 8'h10;
7'd70: data = 8'h10; 7'd71: data = 8'h00;
7'd72: data = 8'h3C; 7'd73: data = 8'h42;  
7'd74: data = 8'h42; 7'd75: data = 8'h3C;
7'd76: data = 8'h42; 7'd77: data = 8'h42;
7'd78: data = 8'h3C; 7'd79: data = 8'h00;
7'd80: data = 8'h3C; 7'd81: data = 8'h42;  
7'd82: data = 8'h42; 7'd83: data = 8'h3E;
7'd84: data = 8'h02; 7'd85: data = 8'h02;
7'd86: data = 8'h3C; 7'd87: data = 8'h00;
endcase
end
endmodule
module freq_div(clk_in, reset, clk_out);
parameter exp = 20;   
input clk_in, reset;
output clk_out;
reg[exp-1:0] divider;
integer i;
assign clk_out= divider[exp-1];
always@ (posedge clk_in or posedge reset)	 
begin
if(reset)
for(i=0; i < exp; i=i+1)
divider[i] = 1'b0;
else
divider = divider+ 1'b1;
end
endmodule
==> results.txt <==
run metrics: final hold violation count=0, setup TNS=0 ns, final worst slack=0.743 ns, CTS buffer count=5, post-cts resize count=0, Max Clk Rate=424 MHz, DRC errors left=0, total gr overflow=0, Rel. slew slack=40.4%, Area leader share=44.8%, complex-gate fraction of the synthesized area=10.8%, CP required=2.48 ns, pre-CTS WS=0.733 ns, All-Layer GR Usage=11.0%, die width=103 um, hold_ws=0.464 ns, Mapped Area=3070 um2, fin. max-slew vios=0, min cycle time layout=2.36 ns, skew final=0.00499 ns, comb area leader=simple AND/OR/NAND/NOR gates, Routed WL=5.21 mm, RSZ-0062 raised after global routing=no, max-capacitance violation count=0, ys cells=310, fin crit share=76.0%, Yosys warnings=5, Top cell excl fill/tap=dfrtp_1, endpoints left unconstrained=36, count of unclocked register or latch pins=28, Die Height=103 um, IO Pins=28, Worst Setup End Kind=output pin, Wirelength per Cell=11.4 um, hold crit path type=reg2reg, Max VDD drop=0.418 mV, Latency at later pin=0.28 ns, largest area contributor in the netlist=dfrtp_1, setup repair bufs after CTS=0, Simple-Gate Area Share=23.2%, PwrDens=251 nW/um2, Final Cell Area=3480 um2, placed instance area=3360 um2, Routed Antenna Nets=0, Clock Path Buffers=2, Adder Share, Synth=1.63%, fp_density=31.2%, H-tree levels=2, leakage=0.00151 uW, synth unique cells=59, row cnt=36, Worst Path Max Fanout=6, Syn-to-layout area delta=13.1%, via density per instance=4.86, CTS tree=built, tool warnings=25, layout cell share with drive strength beyond 1=5.59%, initial drt markers=73, number of enable flip-flop cells=0, Hold Buf Count CTS=0, Final Wtd Congestion=0.903, DR vias=2210, synthesis area per yosys=3070 um2, most common logic cells in the final layout=55 x dfrtp_1, 25 x xnor2_1, 24 x nand2_1, 23 x clkdlybuf4s50_1, 18 x nand3_1, crit path kind=in2out, yosys xor share=9.98%, Root Buffer=clkbuf_8, DP HPWL=3.68 mm, ant diodes=0, first-pass GRT wire length=9.34 mm, final setup vio count=0, Yosys reg bits=62, WP data arrival=1.74 ns, I/O Buffers=23, CP startpoint kind=input port, largest net degree at the start of global routing=33, PnR Total Power=874 uW, vias in the first global route=2103, Worst-path clk slew=0.07 ns, fraction of registers with async set/reset=90.3%, die area=10700 um2, Syn Inst Count=310, top cells by area, synth=dfrtp_1 45%, xnor2_1 7.1%, nand3_1 2.9%, main flop type=dfrtp_1, Slew @ Worst Pin=0.894 ns, Mux area share=0%, Avg Cell Area, Syn=9.91 um2, status=completed, antenna violations before repair=0, Pre-antenna DRT Iters=4, core area=9860 um2
## cells in the mapped netlist, types with 8 or more instances
cell	n
buf_4	8
o21ai_0	8
nor2b_1	9
dfrtp_1	55
inv_1	11
xnor2_1	25
and2_1	12
a31oi_1	8
xor2_1	10
nand3_1	18
nor2_1	17
nand2_1	24
## registers in the layout, summed over array words and instances, names as in the netlist
register	cells
M1.divider	22
M2.divider	12
M4.row	8
M4.idx_cnt	7
M5.data	6
M3.idx	4
M4.cnt	3
## critical path, cell delays in order
cell	delay (ns)
clkdlybuf4s50_1	0.53
and2_1	0.14
clkdlybuf4s50_1	0.45
## layout make-up
type,count,area (um2)
Sequential cell,62,1490
Timing Repair Buffer,25,245
Inverter,11,41.3
Fill cell,957,6390
Clock buffer,6,82.6
Multi-Input combinational cell,217,1420
Tap cell,133,166
Clock inverter,1,30.0
## per-layer routing
metal | GRT usage [%] | up-vias | part of all wire, %
li1 | - | 1097 | -
met1 | 16.2 | 1033 | 47
met2 | 17.8 | 71 | 47
met3 | 1.16 | 9 | 4.9
met4 | 2.71 | 0 | 1.3
met5 | 0 | - | 0
## where the power goes
part	switching [uW]	internal [uW]
Combinational	16.0	13.1
Sequential	0	444
Clock	144	257
## path summary, 6_finish.rpt
kind                       cells after the start              to      startpoint  slack [ns]
setup / recovery                               3   column_red[3]          sel[1]        0.74
setup reg to reg                               5  M1.divider[21]   M1.divider[2]        1.43
min in group asynchronous                      2  M1.divider[20]             rst        0.74
max in group asynchronous                      3  M1.divider[10]             rst        1.75
hold reg to reg                                1  M1.divider[16]  M1.divider[16]        0.46
hold / removal                                 1  M1.divider[16]  M1.divider[16]        0.46
## per-stage QoR
step / util (%) / cells
2_1_floorplan: - / 313
3_3_place_gp: 34.1 / 448
3_5_place_dp: 34.1 / 448
4_1_cts: 35.2 / 455
5_1_grt: 35.2 / 455
6_report: 35.2 / 455
## logic make-up (layout without fill, tap and decap cells)
family / after synthesis / count (layout)
simple gates: 127 / 127
flops: 56 / 56
compound gates: 47 / 47
xor+xnor: 35 / 35
buf+inv: 34 / 43
latches: 6 / 6
fa+ha+maj: 4 / 4
other cells: 1 / 4
Power and IR drop assume default switching activity.
